==> design/flow/design.v <==
module ForwardingUnit (input [4:0] rs1,
                        input [4:0] rs2,
                        input [4:0] EX_MEM_rd,
                        input EX_MEM_reg_write,
                        input [4:0] MEM_WB_rd,
                        input MEM_WB_reg_write,
                        output reg [1:0] ForwardA,
                        output reg [1:0] ForwardB);
    always @(*) begin
        if((rs1 == EX_MEM_rd) && (rs1 != 0) && EX_MEM_reg_write) begin
            ForwardA = 2'b01;
        end
        else if((rs1 == MEM_WB_rd) && (rs1 != 0) && MEM_WB_reg_write) begin
            ForwardA = 2'b10;
        end
        else begin
            ForwardA = 2'd00;
        end
        if((rs2 == EX_MEM_rd) && (rs2 != 0) && EX_MEM_reg_write) begin
            ForwardB = 2'b01;
        end
        else if((rs2 == MEM_WB_rd) && (rs2 != 0) && MEM_WB_reg_write) begin
            ForwardB = 2'b10;
        end
        else begin
            ForwardB = 2'b00;
        end
    end
endmodule
module ForwardingEcall( input [4:0] rs1,
                        input [4:0] rs2,
                        input [4:0] rd,
                        input [4:0] EX_MEM_rd,
                        input is_ecall,
                        input [31:0] rd_din,
                        input [31:0] rs1_dout,
                        input [31:0] rs2_dout,
                        input [31:0] EX_MEM_alu_out,
                        input EX_MEM_reg_write,
                        input MEM_WB_reg_write,
                        output reg [31:0] f_rs1_dout,
                        output reg [31:0] f_rs2_dout);
    always @(*) begin
        if((rs1 == rd) && (rd != 0) && MEM_WB_reg_write) begin
            f_rs1_dout = rd_din;
        end
        else if((EX_MEM_rd == 5'd17) && is_ecall && EX_MEM_reg_write) begin
            f_rs1_dout = EX_MEM_alu_out;
        end
        else begin
            f_rs1_dout = rs1_dout;
        end
        if((rs2 == rd) && (rd != 0) && MEM_WB_reg_write) begin
            f_rs2_dout = rd_din;
        end
        else begin
            f_rs2_dout = rs2_dout;
        end
    end
endmodule
==> design/flow/run.sh <==
#!/bin/bash
# OpenROAD 26Q1-2900-gdf79404cd8, Yosys 0.63+post, stock flow scripts
make -C /OpenROAD-flow-scripts/flow DESIGN_CONFIG=/design/flow/config.mk WORK_HOME=/design/flow/orfs finish
==> design/flow/config.mk <==
export PLATFORM = sky130hd
export DESIGN_NAME = ForwardingEcall
export DESIGN_NICKNAME = ForwardingEcall
export VERILOG_FILES = /design/flow/design.v
export SDC_FILE = /design/flow/constraint.sdc
export NUM_CORES = 4
export LEC_CHECK = 1
export CORE_AREA = 10 10 96 96
export DIE_AREA = 0 0 106 106
==> design/flow/constraint.sdc <==
current_design ForwardingEcall

set clk_period 7.4
set clk_io_pct 0.2

create_clock -name clk0 -period $clk_period

set non_clock_inputs [all_inputs -no_clocks]
set_input_delay [expr $clk_period * $clk_io_pct] -clock clk0 $non_clock_inputs
set_output_delay [expr $clk_period * $clk_io_pct] -clock clk0 [all_outputs]
==> Changelog: implementation <==
### Metrics

* Outcome: complete, no violations
* Period utilisation layout at 0.8179
* Critical path fanouts, max at 22
* Final Hold Viols at 0
* Worst Setup End Kind: output port
* Resized Gates After CTS at 0
* YS chip area at 1440 sq um
* Max-slew violation count at 0
* Share of layout cells above drive strength 1 at 0.3003
* Placement Rows at 31
* Core ar. at 7214 sq um
* Mapped Area at 1440 sq um
* Fmax at 165.2 MHz
* Period minus WS final at 6052 ps
* Initial Util at 0.1996
* Die area at 11240 sq um
* Cell area leaders: mux2_2, mux2_4, buf_12, xnor2_1, xor2_1
* Max_cap viols at 0
* Vias/cell at 4.206
* RSZ-0062 raised after global routing: no
* Netlist cell types at 15
* Hold WC Path Type: in -> out
* Switching share of power at 0.1938
* Ys cells at 124
* CLK BUF at 0
* # port buffers at 215
* Initial antenna violation count at 0
* # DRC at 0
* Worst slew pin tran at 740.4 ps
* GRT Util Overall at 0.1369
* Final antenna-violating net count at 0
* Drt total wl at 8.347 mm
* Flip-flops at 0
* First-pass DRT Iterations at 3
* Utilization after layout at 0.5071
* Total negative setup slack at 0 ps
* Via count at 1817
* Layout filler cell count at 684
* Avg Cell Area, Syn at 11.61 sq um
* Power Density at 46.57 nW/um^2
* Pint at 137.4 uW
* Die width at 106 microns
* Vias in the first global route at 1988
* Chip Height at 106 microns
* 1st-iter DRT viols at 12
* Clock share of power at 0
* Log Warnings at 32
* Post-CTS Setup Repair Bufs at 0
* Number of I/O pins at 215
* Area delta synth->final at 154.0%
* Largest net degree at the start of global routing at 33
* Synth warnings at 1
* Mapped Cells at 124
* Lkg Pwr at 1.450 nW
* Hold-fix buffers, CTS at 0
* ANT cells at 0
* Critical path launch point type: primary input
* Routed length per instance at 19.32 microns
* First-pass GRT wire length at 12.14 mm
* Worst vdd ir at 0.00001911 V
* Sw Pwr at 33.01 uW
* GR Overflow Total at 0
* FF/Latch Area at 0 sq um
* Gate power share at 1.000
* Setup-failing EPs final at 0
* Detail Placement HPWL at 7.489 mm
* Kind of critical path: in -> out
* Slew HR at 0.5064
* Final Total Pwr at 170.4 uW
* Worst EP required at 5920 ps
* GPL Wtd Cong at 0.8069
* Seq pwr share at 0
* Worst EP arrival at 4570 ps
* Seq/Total Area, Yosys at 0
* Top-area cell share at 0.5004
* Area leader, netlist: mux2_2
==> power by group through the flow <==
stage	Clock (mW)	Combinational, mW	Sequential [mW]
CTS	0	0.173	0
global route	0	0.182	0
finish	0	0.170	0
==> kinds of logic after synthesis <==
kind of cell    synth area share
mux                       0.8288
compound gates          0.003472
xor+xnor                 0.06081
simple gates             0.03909
buf+inv                  0.06776
==> area by class of cell <==
cell class | count | area, sq um | area share
multi-input combinational | 114 | 1353 | 0.3697
tap | 99 | 123.9 | 0.03386
timing repair buffer | 219 | 2182 | 0.5964
==> per-stage QoR <==
step | worst slack [ps] | hold WS, ps | instances | area, sq um
finish | 1348 | 3976 | 432 | 3659
global route | 1190 | 4024 | 432 | 3659
global placement | 1328 | 3986 | 432 | 3659
floorplan | 3071 | 3034 | 124 | 1440
detailed placement | 1295 | 3983 | 432 | 3659
CTS | 1290 | 3985 | 432 | 3659
==> per-layer routing <==
metal	up-vias	global-route usage	part of all wire
met1	808	0.1528	0.39
met4	0	0.006770	0.0058
met5	-	0	0
met3	2	0.04893	0.097
met2	111	0.2540	0.51
li1	896	-	-
==> critical path, cell delays in order <==
cell             delay, ps
clkdlybuf4s50_1        470
or4_1                  540
o21ai_1                240
or4_2                  670
buf_4                  370
mux2_2                 360
clkdlybuf4s50_1        420
==> cell usage after synthesis, drive strengths merged <==
cell type / count
buf: 7
or4: 2
clkbuf: 3
xor2: 4
nand3: 2
nor4bb: 1
nor4: 1
nand4b: 1
xnor2: 6
o21ai: 1
mux2: 96
==> worst paths after layout <==
kind / startpoint / endpoint / slack (ps) / depth (start not counted)
worst min-delay path: rs2_dout[4] / f_rs2_dout[4] / 3980 / 3
worst max-delay path: rd[1] / f_rs1_dout[28] / 1350 / 7
==> placed cells by master (no fill, tap or decap), drive strengths merged <==
master           n
buf              4
clkdlybuf4s50  215
xnor2            6
nand3            2
nand4b           1
mux2            96
o21ai            1
xor2             4
nor4             1
or4              2
nor4bb           1
Power and IR drop assume default switching activity.
