===== flow/design.v =====
module RegisterFile(input	reset,
                    input clk,
                    input [4:0] rs1,           
                    input [4:0] rs2,           
                    input [4:0] rd,            
                    input [31:0] rd_din,       
                    input write_enable,        
                    output [31:0] rs1_dout,    
                    output [31:0] rs2_dout);   
  integer i;
  reg [31:0] rf[0:31];
  assign rs1_dout = rf[rs1];
  assign rs2_dout = rf[rs2];
  always @(posedge clk) begin
    if (reset) begin
      for (i = 0; i < 32; i = i + 1)
        rf[i] <= 32'b0;
      rf[2] <= 32'h2ffc;  
    end
    else begin
      if (write_enable && rd != 0)
        rf[rd] <= rd_din;
    end
  end
endmodule

===== flow/run.sh =====
#!/bin/bash
# OpenROAD 26Q1-2900-gdf79404cd8, Yosys 0.63+post, stock flow scripts
make -C /OpenROAD-flow-scripts/flow DESIGN_CONFIG=/design/flow/config.mk WORK_HOME=/design/flow/orfs finish

===== flow/config.mk =====
export PLATFORM = sky130hd
export DESIGN_NAME = RegisterFile
export DESIGN_NICKNAME = RegisterFile
export VERILOG_FILES = /design/flow/design.v
export SDC_FILE = /design/flow/constraint.sdc
export NUM_CORES = 4
export LEC_CHECK = 1
export CORE_UTILIZATION = 40

===== flow/constraint.sdc =====
current_design RegisterFile

set clk_period 14.3
set clk_io_pct 0.2

create_clock -name clk0 -period $clk_period [get_ports {clk}]

set non_clock_inputs [all_inputs -no_clocks]
set_input_delay [expr $clk_period * $clk_io_pct] -clock clk0 $non_clock_inputs
set_output_delay [expr $clk_period * $clk_io_pct] -clock clk0 [all_outputs]

==> summary.txt <==
Result of the run -> complete, no violations
Footprint of the flip-flops and latches -> 30,750 um2
Port Buf Inserts -> 113
Req. time, crit path -> 11,440 ps
Hold Vio Cnt, Final -> 0
Count of TritonRoute iterations in the first routing pass -> 5
I/O pin cnt -> 114
Largest net degree at the start of global routing -> 96
All-Layer GR Usage -> 29.23%
Drt wl/cell -> 29.69 um
Crit end category -> output port
Final total power -> 7.185 mW
Share of the synthesized area in the top cell type -> 54.83%
Top reg by flops -> rf
Setup repair after global routing missed its margin -> no
Area after detailed placement -> 58,720 um2
Worst Path Arrival -> 6840 ps
Synth Seq Share -> 54.83%
Final cell count without fillers -> 6,544
Largest incremental delay on the critical path -> 710 ps
Hold crit path type -> input pin to flip-flop
Count of fill cells added during filler insertion -> 12,220
Tally of OpenROAD warnings -> 26
Share of total power consumed by net switching -> 25.92%
X dimension of the die -> 376.4 um
Switching power summed over all nets -> 1.862 mW
Ratio of cells with drive above 1 in the final layout -> 8.174%
Number of instances in the synthesized netlist -> 4,606
Clock edge transition at the registers on the reported setup and hold paths -> 60 ps
Cell Area, Synth -> 56,080 um2
Antenna violations before repair -> 6
Ordered cell list for the critical path -> clkdlybuf4s50_1, nor2_4, buf_4, buf_4, a22o_1, nor3_1, a31oi_1, nand3_1, clkdlybuf4s50_1
Internal cell power -> 5.322 mW
Finished Cell Area -> 62,170 um2
Peak supply drop -> 0.00009211 V
Number of gates resized after CTS -> 0
Avg Cell Area, Syn -> 12.18 um2
Number of warnings issued by yosys -> 1
Count of standard-cell rows -> 137
Layout overhead on the synthesized area -> 10.86%
Max reg flops -> 1,024
Final max-slew violation count -> 0
Number of global-route vias before repair -> 38,560
Die area -> 141,700 um2
Ratio of routed vias to standard cells -> 5.773
DRC Markers -> 0
Post CTS Setup Buffer Count -> 0
Least-Margin Pin Slew -> 925.9 ps
Number of register bits inferred by synthesis -> 1,024
Largest buffer count on any clock path -> 3
Clock share of power -> 38.4%
Number of distinct library cell variants in the gate-level netlist after synthesis -> 30
Startpoint type of the worst setup path -> input pin
Clock tree from TritonCTS -> yes
Total instance count after detailed placement -> 6,324
Leak Pwr -> 23.94 nW
Worst hold margin -> 2811 ps
Post-layout period usage -> 67.82%
Number of max-capacitance violations reported -> 0
Max Fanout on Critical Path -> 39
Total of hold buffers inserted after clock tree synthesis -> 0
Final Routed Wirelength -> 194.3 mm
Wire length of the first global-routing pass -> 275.7 mm
Total setup violations reported at the end of the flow -> 0
Number of levels the H-tree was split into -> 3
Post-synth area from yosys stat -> 56,080 um2
Slew headroom -> 38.08%
Sum of overflow across all layers after global routing -> 0
Registers with the most flip-flops -> rf (1024)
Cell with the largest stage delay on the worst path -> sky130_fd_sc_hd__nor2_4
Area of the core -> 139,400 um2
Portion of total power attributed to combinational logic -> 12.2%
Clock sink total -> 1,024
Sequential share of power -> 49.4%
Detail Placement HPWL -> 109.9 mm
Post-detailed-route count of antenna-violating nets -> 0
Global placement routability congestion -> 0.9182
Category of the critical setup timing path -> input pin to output port
Pwr/cell area -> 115.6 nW/um2
Cell at the root of the clock tree -> sky130_fd_sc_hd__clkbuf_16
Maximum clock frequency -> 103.1 MHz
Top area cell types -> sky130_fd_sc_hd__edfxtp_1 55%, sky130_fd_sc_hd__mux2i_1 18%, sky130_fd_sc_hd__and2_1 11%
Most area-hungry cell type in the Yosys netlist -> sky130_fd_sc_hd__edfxtp_1
DRC violation total after the first TritonRoute iteration -> 2,417
Initial standard-cell utilization of the core -> 40.24%
Setup TNS -> 0 ps
Logic cell area -> 23,310 um2
DR vias -> 37,780
Post-route minimum period -> 9698 ps
Vertical die size -> 376.4 um
Number of cells in the yosys synthesis report -> 4,606
Dominant logic cell types in the final layout -> 1,024 x sky130_fd_sc_hd__mux2i_1, 1,024 x sky130_fd_sc_hd__edfxtp_1, 981 x sky130_fd_sc_hd__and2_1
Number of buffers added by the clock tree synthesis step -> 114
## area by class of cell
cell class	count	area share, %
antenna	7	0.02817
clock buffer	144	4.804
clock inverter	69	0.7265
multi-input combinational	3166	37.49
sequential	1024	49.46
tap	1876	3.775
timing repair buffer	258	3.719
## cell usage after synthesis, drive strengths merged
cell type / n
and2: 983
mux2i: 1024
nand3b: 4
a31oi: 64
and2b: 1
edfxtp: 1024
nand2: 196
nand3: 194
nand2b: 5
or3: 13
a22o: 128
a22oi: 192
buf: 181
or2: 33
nor2: 35
or3b: 2
clkbuf: 266
nor3: 64
a21oi: 192
nor2b: 4
conb: 1
## through the flow
step	utilization, %	worst slack, ps
6_report	44.61	4602
5_1_grt	44.60	4416
4_1_cts	44.60	4670
3_5_place_dp	42.13	4683
3_3_place_gp	42.13	4637
2_1_floorplan	-	7542
## cell families after synthesis
logic type | synth area share [%]
multiplexers | 18.28
flip-flops | 54.83
other | 0.006686
buffers and inverters | 4.125
AND/OR/NAND/NOR | 15.77
AND-OR/OR-AND | 6.996
## final timing paths
kind / slack, ps / start / cells after the start / endpoint
worst max-delay path: 4600 / rs2[0] / 9 / rs2_dout[13]
worst min-delay path: 2810 / reset / 1 / rf[0][26]
## power by group through the flow
| stage | Combinational (mW) | Clock (mW) | Sequential [mW] |
|---|---|---|---|
| 4_1_cts | 0.873 | 2.79 | 3.55 |
| 6_report | 0.879 | 2.76 | 3.55 |
| 5_1_grt | 0.929 | 2.90 | 3.57 |
## layer usage
layer / global-route usage (%) / share of wire [%] / vias to the layer above
met3: 16.12 / 14 / 427
li1: - / - / 16800
met5: 2.298 / 0.20 / -
met1: 38.26 / 37 / 18370
met2: 42.27 / 45 / 2172
met4: 10.10 / 4.5 / 10
## critical path, delay by kind of cell
| family | cells | cell delay, ps |
|---|---|---|
| buf+inv | 4 | 2410 |
| simple gates | 3 | 1040 |
| compound gates | 2 | 500 |
Power and IR drop assume default switching activity.
