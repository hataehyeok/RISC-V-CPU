### design.v
module PC (input reset,
          input clk,
          input [31:0] next_pc,
          output reg [31:0] current_pc);
  always @(posedge clk) begin
    if(reset) begin
      current_pc <= 0;
    end
    else begin
      current_pc <= next_pc;
    end
  end
endmodule
module ControlUnit (input [6:0] part_of_inst,
                    output is_jal,
                    output is_jalr,
                    output branch,
                    output mem_read,
                    output mem_to_reg,
                    output mem_write,
                    output alu_src,
                    output write_enable,
                    output pc_to_reg,
                    output is_ecall);
  assign is_jalr = (part_of_inst == 7'b1100111) ? 1 : 0;
  assign is_jal = (part_of_inst == 7'b1101111) ? 1 : 0;
  assign branch = (part_of_inst == 7'b1100011) ? 1 : 0;
  assign mem_read = (part_of_inst == 7'b0000011) ? 1 : 0;
  assign mem_to_reg = (part_of_inst == 7'b0000011) ? 1 : 0;
  assign mem_write = (part_of_inst == 7'b0100011) ? 1 : 0;
  assign alu_src = (part_of_inst != 7'b0110011 && part_of_inst != 7'b1100011) ? 1 : 0;
  assign write_enable = ((part_of_inst != 7'b0100011) && (part_of_inst != 7'b1100011)) ? 1 : 0; 
  assign pc_to_reg = (part_of_inst == 7'b1101111 || part_of_inst == 7'b1100111) ? 1: 0;
  assign is_ecall = (part_of_inst == 7'b1110011) ? 1 : 0;
endmodule
module ImmediateGenerator(input [31:0] part_of_inst,
                          output reg [31:0] imm_gen_out);
  always @(*) begin
    case (part_of_inst[6:0])
      7'b0010011, 7'b0000011, 7'b1100111: begin  
        imm_gen_out = {{21{part_of_inst[31]}}, part_of_inst[30:20]};
      end
      7'b0100011: begin  
        imm_gen_out = {{21{part_of_inst[31]}}, part_of_inst[30:25], part_of_inst[11:7]};
      end
      7'b1100011: begin  
        imm_gen_out = {{20{part_of_inst[31]}}, part_of_inst[7], part_of_inst[30:25], part_of_inst[11:8], 1'b0};
      end
      7'b1101111: begin  
        imm_gen_out = {{12{part_of_inst[31]}}, part_of_inst[19:12], part_of_inst[20], part_of_inst[30:25], part_of_inst[24:21], 1'b0};
      end
      default: begin
        imm_gen_out = 32'b0;
      end
    endcase
  end
endmodule
module ALUControlUnit (input [31:0] part_of_inst,
                      output reg [2:0] alu_op);
  wire [6:0] opcode;
  wire [2:0] funct3;
  wire [6:0] funct7;
  assign opcode = part_of_inst[6:0];
  assign funct3 = part_of_inst[14:12];
  assign funct7 = part_of_inst[31:25];
  always @(*) begin
    case(opcode)
      7'b0110011 : begin
        case(funct7)
          7'b0100000 : begin
            alu_op = 3'b010;
          end
          default : begin
            alu_op = funct3;
          end
        endcase
      end
      7'b0010011 : begin
        alu_op = funct3;
      end
      7'b0000011 : alu_op = 3'b000;
      7'b0100011 : alu_op = 3'b000;
      7'b1100111 : alu_op = 3'b000;
      7'b1100011 : alu_op = 3'b010;
      default : alu_op = 3'b000;
    endcase
  end
endmodule
module ALU (input [2:0] alu_op,
            input [31:0] alu_in_1,
            input [31:0] alu_in_2,
            input [2:0] funct3,
            output [31:0] alu_result,
            output alu_bcond);
  reg [31:0] result;
  reg bcond;
  assign alu_result = result;
  assign alu_bcond = bcond;
  always @(*) begin
    case(alu_op)
      3'b000: begin
        result = alu_in_1 + alu_in_2;
      end
      3'b010: begin
        result = alu_in_1-alu_in_2;
        case(funct3)
          3'b000: begin
            bcond = (result == 32'b0);
          end
          3'b001: begin
            bcond = (result != 32'b0);
          end
          3'b100: begin
            bcond = (result[31] == 1'b1);
          end
          3'b101: begin
            bcond = (result[31] != 1'b1);
          end
          default:
            bcond = 1'b0;
        endcase
      end
      3'b001: begin
        result = alu_in_1 << alu_in_2;
      end
      3'b100: begin
        result = alu_in_1 ^ alu_in_2;
      end
      3'b110: begin
        result = alu_in_1 | alu_in_2;
      end
      3'b111: begin
        result = alu_in_1 & alu_in_2;
      end
      3'b101: begin
        result = alu_in_1 >> alu_in_2;
      end
      default: begin
        result = 0;
      end
    endcase
    if(alu_op!=3'b010) begin
      bcond = 1'b0;
    end
  end
endmodule
### config.mk
export PLATFORM = sky130hd
export DESIGN_NAME = ControlUnit
export DESIGN_NICKNAME = ControlUnit
export VERILOG_FILES = /design/flow/design.v
export SDC_FILE = /design/flow/constraint.sdc
export NUM_CORES = 4
export LEC_CHECK = 1
export CORE_AREA = 10 10 70 70
export DIE_AREA = 0 0 80 80
### run.sh
#!/bin/bash
# OpenROAD 26Q1-2900-gdf79404cd8, Yosys 0.63+post, stock flow scripts
make -C /OpenROAD-flow-scripts/flow DESIGN_CONFIG=/design/flow/config.mk WORK_HOME=/design/flow/orfs finish
### constraint.sdc
current_design ControlUnit

set clk_period 2.8
set clk_io_pct 0.2

create_clock -name clk0 -period $clk_period

set non_clock_inputs [all_inputs -no_clocks]
set_input_delay [expr $clk_period * $clk_io_pct] -clock clk0 $non_clock_inputs
set_output_delay [expr $clk_period * $clk_io_pct] -clock clk0 [all_outputs]
==> job_summary.md <==
## PnR job results

| Metric | Value |
|---|---|
| Status | `finished clean` |
| Post-route insts no fill | `78` |
| Leak | `0.0889 nW` |
| Top cells by count, synth | `nor2_1 (3), nand3_1 (2), nor3_1 (2), or3b_1 (2)` |
| Net Sw Frac | `0.369` |
| Flop pwr share | `0` |
| First-pass detailed-route iteration total | `2` |
| Via/cell ratio | `2.40` |
| Worst VDD drop | `0.0000141 V` |
| Postcts setup bufs | `0` |
| Final Wtd Congestion | `0.768` |
| Cell family with most CP delay | `buffers and inverters` |
| Fin Setup TNS | `0 ns` |
| Synth Warn # | `0` |
| Fin. Hold Viols | `0` |
| Hold Crit Class | `input port to output pin` |
| Clock buf count | `0` |
| Worst setup path category | `input port to output pin` |
| Cts hold-fix bufs | `0` |
| Register Area | `0 um^2` |
| Ant diodes | `0` |
| Synthesized area | `119 um^2` |
| Ys cells | `16` |
| Actual slew at the worst max-slew pin | `0.330 ns` |
| Yosys top cell area share | `0.232` |
| DRT antenna net count | `0` |
| Final min period | `2.67 ns` |
| Synth cell types | `11` |
| Layout cells sized above 1 | `0.0625` |
| Final worst path period share | `0.954` |
| Die Area | `6400 um^2` |
| Seq/Total Area, Yosys | `0` |
| GR Overflow Total | `0` |
| Vias in the first global route | `187` |
| Crit-path max FO | `6` |
| Core footprint | `3420 um^2` |
| Synthesis-to-layout area growth | `191%` |
| First-pass GRT wire length | `1150 um` |
| Initial DRC Count | `3` |
| Crit path top cell by count | `clkdlybuf4s50_1` |
| Initial Util | `0.0348` |
| Slew Viols, Final | `0` |
| Drt total wl | `692 um` |
| Setup Viol. Count Final | `0` |
| Average wire per standard cell | `8.87 um` |
| DR WL met2 | `314 um` |
| Post-CTS sizing | `0` |
| Ports | `17` |
| Buf+Inv Stages, Crit Path | `2` |
| Switching power total | `0.00000869 W` |
| WL met3 | `71 um` |
| Initial antenna violation count | `0` |
| Power per standard cell area | `68.1 nW/um^2` |
| Mean Syn Cell Area | `7.43 um^2` |
| Chip area line of the yosys report | `119 um^2` |
| M1 wire length | `307 um` |
| Final Util | `0.101` |
| Yosys top cell by area | `nand4bb_4` |
| Power share of the combinational group | `1.000` |
| CP Capture Type | `output pin` |
| Worst Setup Start Kind | `input port` |
| Slowest CP cell | `clkdlybuf4s50_1` |
| Total chip power | `0.0000235 W` |
| Placed cell count | `78` |
| Rows | `21` |
| Most frequent cell after synthesis | `nor2_1` |
| Drc violations | `0` |
| Max Used Layer | `met3` |
| Worst rel slew slack | `0.778` |
| Required @ worst endpoint | `2.24 ns` |
| # port buffers | `17` |
| GRT Util Overall | `0.0215` |
| Pint | `0.0000148 W` |
| Crit-path cells | `clkdlybuf4s50_1 -> nand4bb_4 -> or3b_1 -> clkdlybuf4s50_1` |
| Top cells by area | `nand4bb_4 (23%), or3b_1 (15%), nor2_1 (9.5%)` |
| Die height | `80 um` |
| Maximum Capacitance Violations | `0` |
| Syn Inst Count | `16` |
| Largest net degree at the start of global routing | `7` |
| Vias | `187` |
| Max Clk Rate | `374 MHz` |
| Worst Path Arrival | `2.11 ns` |
| Clock network fraction of total power | `0` |
| Die X | `80 um` |
| CP peak stage delay | `0.44 ns` |
| OpenROAD warning count | `32` |
| Flop count | `0` |
| RSZ-0062 raised after global routing | `no` |
## worst paths after layout
check | to | slack (ns) | cells past startpoint | startpoint
worst max-delay path | write_enable | 0.13 | 4 | part_of_inst[2]
worst min-delay path | is_jal | 2.09 | 4 | part_of_inst[3]
## cells in the final DEF, fill, tap and decap left out
master           synthesis  layout
or3b_1                   2       2
nand3_1                  2       2
nand4bb_4                1       1
nor2_1                   3       3
clkdlybuf4s50_1          0      17
inv_1                    1       1
nor4_1                   1       1
nor4b_2                  0       1
nor3_1                   2       2
nand3b_1                 1       1
xnor2_1                  1       1
## power groups by stage
stage	logic [W]	clock network, W	registers [W]
6_report	0.0000235	0	0
5_1_grt	0.0000256	0	0
4_1_cts	0.0000234	0	0
## metal layers
layer	global-route usage	up-vias
met5	0	-
met4	0	0
met3	0.00909	0
met2	0.0345	7
met1	0.0277	88
li1	-	92
## layout make-up
type | instances | area (um^2)
well taps | 46 | 57.6
multi-input cells | 14 | 114
inverters | 1 | 3.75
repair buffers | 17 | 170
fillers | 398 | 3070
## stage by stage
step                      area (um^2)  hold WS [ns]  setup WS, ns
after global routing              345          2.14        0.0247
final                             345          2.09         0.129
after CTS                         339          2.11        0.0319
after detailed placement          339          2.11        0.0553
after floorplan                   119          1.13          1.11
after global placement            339          2.10         0.108
## cells by family after synthesis
| family | count (synthesis) | synth area share |
|---|---|---|
| buf+inv | 2 | 0.0947 |
| xor+xnor | 1 | 0.0737 |
| simple gates | 13 | 0.832 |
Power and IR drop assume default switching activity.
